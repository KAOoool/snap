**flow/design.v**
```verilog
//synopsys translate_off
`timescale 1ns/100ps
//synopsys translate_on
//synopsys translate_off
`timescale 1ns/100ps
//synopsys translate_on
//synopsys translate_off
`timescale 1ns/100ps
//synopsys translate_on
module clip (
	val_in,
	val_out
);
parameter CLIP_WIDTH = 16;
input  [CLIP_WIDTH-1  :0] val_in;
output [8-1:0] val_out;
assign val_out = ( val_in  < 0  ) ? 'd0   :
	         ( val_in  > 255) ? 'd255 :
		 val_in[8-1:0];
endmodule
module clip2 (
	val_in,
	val_out
);
parameter CLIP_WIDTH = 16;
input  signed [CLIP_WIDTH-1  :0] val_in;
output        [8-1:0] val_out;
wire   signed [10-1          :0] val_tmp;
assign val_tmp = (val_in + 'd8224) >> 6;
assign val_out = ( val_tmp  < 0  ) ? 'd0   :
	         ( val_tmp  > 255) ? 'd255 :
		 val_tmp[8-1:0];
endmodule
module fme_interpolator (
	tap_0_i		,
	tap_1_i		,
	tap_2_i		,
	tap_3_i		,
	tap_4_i		,
	tap_5_i		,
	tap_6_i		,
	tap_7_i		,
	val_o		
);
parameter TYPE       = 0;  
parameter HOR        = 0;  
parameter LAST       = 0;  
parameter IN_EXPAND  = 0;  
parameter OUT_EXPAND = 1;  
input 	signed [(IN_EXPAND+1)*8-1:0] 	 tap_0_i 	 ;  
input 	signed [(IN_EXPAND+1)*8-1:0] 	 tap_1_i 	 ;  
input 	signed [(IN_EXPAND+1)*8-1:0] 	 tap_2_i 	 ;  
input 	signed [(IN_EXPAND+1)*8-1:0] 	 tap_3_i 	 ;  
input 	signed [(IN_EXPAND+1)*8-1:0] 	 tap_4_i 	 ;  
input 	signed [(IN_EXPAND+1)*8-1:0] 	 tap_5_i 	 ;  
input 	signed [(IN_EXPAND+1)*8-1:0] 	 tap_6_i 	 ;  
input 	signed [(IN_EXPAND+1)*8-1:0] 	 tap_7_i 	 ;  
output 	signed [(OUT_EXPAND+1)*8-1:0]         val_o 	         ;  
wire   signed  [15                       :0]     val             ;  
wire   signed  [31                       :0]     val_tmp             ;  
wire   signed  [15                       :0]            tap_0            ;
wire   signed  [15                       :0]            tap_1            ;
wire   signed  [15                       :0]            tap_2            ;
wire   signed  [15                       :0]            tap_3            ;
wire   signed  [15                       :0]            tap_4            ;
wire   signed  [15                       :0]            tap_5            ;
wire   signed  [15                       :0]            tap_6            ;
wire   signed  [15                       :0]            tap_7            ;
generate 
    if(IN_EXPAND == 0) begin : expand_input
	assign tap_0 = {8'b0,tap_0_i};
	assign tap_1 = {8'b0,tap_1_i};
	assign tap_2 = {8'b0,tap_2_i};
	assign tap_3 = {8'b0,tap_3_i};
	assign tap_4 = {8'b0,tap_4_i};
	assign tap_5 = {8'b0,tap_5_i};
	assign tap_6 = {8'b0,tap_6_i};
	assign tap_7 = {8'b0,tap_7_i};
    end
    else begin :not_expand_input
	assign tap_0 = tap_0_i;
	assign tap_1 = tap_1_i;
	assign tap_2 = tap_2_i;
	assign tap_3 = tap_3_i;
	assign tap_4 = tap_4_i;
	assign tap_5 = tap_5_i;
	assign tap_6 = tap_6_i;
	assign tap_7 = tap_7_i;
    end
endgenerate
generate
if ( TYPE == 0 ) begin : half_ip
	if( LAST ) begin
			assign val = (((-1)*(tap_0 + tap_7)+4*(tap_1 + tap_6)+(-11)*(tap_2 + tap_5)+40*(tap_3 + tap_4)) + 32 ) >> 6;
	end
	else begin
		if ( HOR ) begin
			assign val = (((-1)*(tap_0 + tap_7)+4*(tap_1 + tap_6)+(-11)*(tap_2 + tap_5)+40*(tap_3 + tap_4))-8192);
		end
		else begin
			assign val = (((-1)*(tap_0 + tap_7)+4*(tap_1 + tap_6)+(-11)*(tap_2 + tap_5)+40*(tap_3 + tap_4))+526336)>>12;
		end
	end
end
else if ( TYPE == 1) begin : q1_ip
	if ( LAST ) begin
			assign val = (((-1)*tap_0+4*tap_1+(-10)*tap_2+58*tap_3+ 17*tap_4+(-5)*tap_5+tap_6) + 32 ) >> 6;
	end
	else begin
		if ( HOR ) begin
			assign val = (((-1)*tap_0+4*tap_1+(-10)*tap_2+58*tap_3+ 17*tap_4+(-5)*tap_5+tap_6) -8192 );
		end
		else begin
			assign val = (((-1)*tap_0+4*tap_1+(-10)*tap_2+58*tap_3+ 17*tap_4+(-5)*tap_5+tap_6)+526336)>>12;
		end
	end
end
else begin : q3_ip
	if ( LAST ) begin
			assign val = ((tap_1 + (-5)*tap_2 + 17*tap_3 + 58*tap_4 + (-10)*tap_5 + 4*tap_6 + (-1)*tap_7) + 32 ) >> 6;
	end
	else begin
		if ( HOR ) begin
			assign val = ((tap_1 + (-5)*tap_2 + 17*tap_3 + 58*tap_4 + (-10)*tap_5 + 4*tap_6 + (-1)*tap_7) -8192);
		end
		else begin
			assign val = ((tap_1 + (-5)*tap_2 + 17*tap_3 + 58*tap_4 + (-10)*tap_5 + 4*tap_6 + (-1)*tap_7) +526336)>>12;
			assign val_tmp = (tap_1 + (-5)*tap_2 + 17*tap_3 + 58*tap_4 + (-10)*tap_5 + 4*tap_6 + (-1)*tap_7) +526336;
		end
	end
end
endgenerate
generate
if(OUT_EXPAND == 0) begin
	clip u_clip (.val_in(val),.val_out(val_o));	
end
else begin
	assign val_o = val;
end
endgenerate
endmodule
```
**flow/run.sh**
```bash
#!/bin/bash
# OpenROAD 26Q1-2900-gdf79404cd8, Yosys 0.63+post, stock flow scripts
make -C /OpenROAD-flow-scripts/flow DESIGN_CONFIG=/design/flow/config.mk WORK_HOME=/design/flow/orfs finish
```
**flow/config.mk**
```make
export PLATFORM = sky130hd
export DESIGN_NAME = clip
export DESIGN_NICKNAME = clip
export VERILOG_FILES = /design/flow/design.v
export SDC_FILE = /design/flow/constraint.sdc
export NUM_CORES = 4
export LEC_CHECK = 1
export CORE_AREA = 10 10 70 70
export DIE_AREA = 0 0 80 80
```
**flow/constraint.sdc**
```tcl
current_design clip

set clk_period 1.6
set clk_io_pct 0.2

create_clock -name clk0 -period $clk_period

set non_clock_inputs [all_inputs -no_clocks]
set_input_delay [expr $clk_period * $clk_io_pct] -clock clk0 $non_clock_inputs
set_output_delay [expr $clk_period * $clk_io_pct] -clock clk0 [all_outputs]
```
==> flow_summary.toml <==
# yosys + openroad results
[run_status]
status = "complete, no violations"

[global_routing]
grt_max_degree = 7
grt_busiest_layer = "met2"
grtUsageMet1 = 0.0376
grt.met3_usage = 0.0193
grt_usage = 0.0307
grt_use_met2 = 0.0474
antenna_found_initial = 0
grt_pass1_vias = 256
overflow = 0
grt_pass1_wl_um = 1460

[final_timing]
tightest_slew_ns = 0.194
slew_headroom = 0.870
setup_violations = 0
setup_slack_ns = 0.0455
holdWs_ns = 1.12
hold_viol = 0
post-route-min-period_ns = 1.55
fmax_mhz = 643
drv_slew = 0
min_period_over_period = 0.972
finalSetupTns_ns = 0

[routing]
drt_iter0_markers = 9
vias = 227
antenna_cells = 0
avgViaCountPerCell = 2.52
dr.pass1.iters = 2
wl_um = 1110
ant_nets = 0
drc = 0
wl_per_cell_um = 12.3

[power_and_ir_drop]
fin_total_pwr_w = 0.0000542
leakage_nw = 0.152
p_per_area_nw_per_um2 = 129
peakVddDrop_mv = 0.0172

[worst_hold_path]
hold_path_depth = 5
hold_path.class = "in2out"
whs_endpoint = "val_out[7]"
hp-start = "val_in[10]"

[setup_path]
critPathMaxFanout = 6
worstSetupEndpointType = "output pin"
crit_path_start_kind = "input port"
required_ns = 1.28
path_class = "in2out"
crit_arrival_ns = 1.23

[floorplan]
die_w_um = 80
die_h_um = 80
io_pins = 24
initCoreUtil = 0.0249
core.rowCount = 21
die_area_um2 = 6400
core_area_um2 = 3420

[finish]
n_sequential_cell = 0
layout-drive-gt1-share = 0.545
nClkBuffers = 0
register_area_um2 = 0
final_cell_mix = "8 x nand3b_1, 8 x clkdlybuf4s50_1, 7 x buf_2"
area_growth_pct = 394
fin_util = 0.123

[logic_synthesis]
synth_seq_share = 0
yosys_warnings = 1
syn-cell-area_um2 = 85.1
avgSynthCellArea_um2 = 8.51
ys_cells = 10
ys_types = 2
ys_area_um2 = 85.1
syn_inst = 10

[place]
place_congestion = 0.751
portBuffers = 24
dpl_worst_slack_ns = -0.464

[clocking]
cts_hold_buf = 0

[run]
maxCapViolations = 0
warnings = 32
[report_power, final]
group / switching (W) / internal (W)
Combinational: 0.0000143 / 0.0000400
Clock: 0 / 0
Sequential: 0 / 0
[cells by family after synthesis]
logic type    Yosys count  share of synthesized area
simple gates           10                       1.00
[how the worst max path moves through the flow]
stage	end	cells after the start	start	slack (ns)
final	val_out[2]	6	val_in[15]	0.05
after global routing	val_out[2]	6	val_in[15]	-0.03
after CTS	val_out[2]	6	val_in[9]	0.01
[routing by layer]
metal	vias up	wire, µm
met5	-	0
met4	0	0
met3	0	171
met2	15	438
met1	102	501
li1	110	-
[cell usage after synthesis]
master / count / area [µm²]
nor4_2: 2 / 25.0
nand3b_1: 8 / 60.1
[metrics by stage]
step	cell area [µm²]	instances
finish	420	90
global route	420	90
CTS	407	88
detailed placement	398	82
global placement	398	82
floorplan	85.1	10
[worst max-delay path, cell delays in order]
cell             delay, ns
clkdlybuf4s15_1       0.19
nor4_2                0.21
buf_4                 0.19
buf_6                 0.09
nand3b_1              0.10
buf_2                 0.13
[layout make-up]
cell class                 count  area [µm²]
fill                         403        3000
multi-input combinational     10        85.1
tap                           46        57.6
timing repair buffer          34         278
[timing repair]
item / CTS / global route
setup endpoints to repair: 8 / 8
resized: 36 / 14
pin swaps: 4 / 4
buffers inserted: 6 / 2
