==> flow/design.v <==
//synopsys translate_off
`timescale 1ns/100ps
//synopsys translate_on
//synopsys translate_off
`timescale 1ns/100ps
//synopsys translate_on
`timescale 1ns/1ps
module axi_lite_slave #(
    parameter DATA_WIDTH = 32,
    parameter ADDR_WIDTH = 32
)(
                      input             clk                   ,
                      input             rst_n                 ,
                      output reg        s_axi_awready         ,   
                      input      [ADDR_WIDTH - 1:0] s_axi_awaddr          ,
                      input      [02:0] s_axi_awprot          ,
                      input             s_axi_awvalid         ,
                      output reg        s_axi_wready          ,
                      input      [DATA_WIDTH - 1:0] s_axi_wdata           ,
                      input      [(DATA_WIDTH/8) - 1:0] s_axi_wstrb           ,
                      input             s_axi_wvalid          ,
                      output     [01:0] s_axi_bresp           ,
                      output reg        s_axi_bvalid          ,
                      input             s_axi_bready          ,
                      output reg        s_axi_arready         ,
                      input             s_axi_arvalid         ,
                      input      [ADDR_WIDTH - 1:0] s_axi_araddr          ,
                      input      [02:0] s_axi_arprot          ,
                      output reg [DATA_WIDTH - 1:0] s_axi_rdata           ,
                      output     [01:0] s_axi_rresp           ,
                      input             s_axi_rready          ,
                      output reg        s_axi_rvalid          ,
                      output            pattern_memcpy_enable ,
                      output     [63:0] pattern_source_address,
                      output     [63:0] pattern_target_address,
                      output     [63:0] pattern_total_number  , 
                      input             pattern_memcpy_done   ,
                      input             i_app_ready           ,
                      input      [31:0] i_action_type         ,
                      input      [31:0] i_action_version      ,
                      output     [31:0] o_snap_context
                      );
 wire[31:0] write_data_snap_status;
 wire[31:0] write_data_snap_int_enable;
 wire[31:0] write_data_snap_context;
 wire[31:0] write_data_control;
 wire[63:0] write_data_pattern_source_address;
 wire[63:0] write_data_pattern_target_address;
 wire[31:0] write_data_pattern_total_number;
 reg [31:0] write_address;
 wire[31:0] wr_mask;
 wire[31:0] REG_snap_status_rd;
 wire       idle;
 reg        idle_q;
 reg        app_done_q;
 reg        app_start_q;
 reg        reg_snap_status_bit0;
     reg [31:0] REG_snap_status           ;   
     reg [31:0] REG_snap_int_enable       ;   
     reg [31:0] REG_snap_context          ;   
     reg [63:0] REG_control               ;   
     reg [63:0] REG_pattern_source_address;   
     reg [63:0] REG_pattern_target_address;   
     reg [63:0] REG_pattern_total_number  ;   
     reg [63:0] REG_status                ;   
 parameter ADDR_SNAP_STATUS              = 32'h00,
           ADDR_SNAP_INT_ENABLE          = 32'h04,
           ADDR_SNAP_ACTION_TYPE         = 32'h10,
           ADDR_SNAP_ACTION_VERSION      = 32'h14,
           ADDR_SNAP_CONTEXT             = 32'h20,
           ADDR_STATUS_L                 = 32'h30,
           ADDR_STATUS_H                 = 32'h34,
           ADDR_CONTROL                  = 32'h38,   
           ADDR_PATTERN_SOURCE_ADDRESS_L = 32'h48,
           ADDR_PATTERN_SOURCE_ADDRESS_H = 32'h4C,
           ADDR_PATTERN_TARGET_ADDRESS_L = 32'h50,
           ADDR_PATTERN_TARGET_ADDRESS_H = 32'h54,
           ADDR_PATTERN_TOTAL_NUMBER     = 32'h68;
 assign pattern_memcpy_enable  = REG_control[0];
 assign pattern_source_address = REG_pattern_source_address;
 assign pattern_target_address = REG_pattern_target_address;
 assign pattern_total_number   = REG_pattern_total_number;
 assign o_snap_context         = REG_snap_context;
 always@(posedge clk)
   begin
     REG_status <= {
                    63'd0,
                    pattern_memcpy_done
                   };
   end
 always@(posedge clk or negedge rst_n)
   if(~rst_n)
     write_address <= 32'd0;
   else if(s_axi_awvalid & s_axi_awready)
     write_address <= s_axi_awaddr;
 always@(posedge clk or negedge rst_n)
   if(~rst_n)
     s_axi_awready <= 1'b0;
   else if(s_axi_awvalid)
     s_axi_awready <= 1'b1;
   else if(s_axi_wvalid & s_axi_wready)
     s_axi_awready <= 1'b0;
 always@(posedge clk or negedge rst_n)
   if(~rst_n)
     s_axi_wready <= 1'b0;
   else if(s_axi_awvalid & s_axi_awready)
     s_axi_wready <= 1'b1;
   else if(s_axi_wvalid)
     s_axi_wready <= 1'b0;
 assign wr_mask = {{8{s_axi_wstrb[3]}},{8{s_axi_wstrb[2]}},{8{s_axi_wstrb[1]}},{8{s_axi_wstrb[0]}}};
 assign write_data_snap_status            = {(s_axi_wdata&wr_mask)|(~wr_mask&REG_snap_status)}; 
 assign write_data_snap_int_enable        = {(s_axi_wdata&wr_mask)|(~wr_mask&REG_snap_int_enable)}; 
 assign write_data_snap_context           = {(s_axi_wdata&wr_mask)|(~wr_mask&REG_snap_context)}; 
 assign write_data_control                = {(s_axi_wdata&wr_mask)|(~wr_mask&REG_control)}; 
 assign write_data_pattern_source_address = {(s_axi_wdata&wr_mask)|(~wr_mask&REG_pattern_source_address)};     
 assign write_data_pattern_target_address = {(s_axi_wdata&wr_mask)|(~wr_mask&REG_pattern_target_address)};     
 assign write_data_pattern_total_number   = {(s_axi_wdata&wr_mask)|(~wr_mask&REG_pattern_total_number)}; 
 always@(posedge clk or negedge rst_n)
   if(~rst_n)
     begin
       REG_snap_status            <= 32'd0;
       REG_snap_int_enable        <= 32'd0;
       REG_snap_context           <= 32'd0;
       REG_control                <= 64'd0; 
       REG_pattern_source_address <= 64'd0;  
       REG_pattern_target_address <= 64'd0; 
       REG_pattern_total_number   <= 64'd0; 
     end
   else if(s_axi_wvalid & s_axi_wready)
     case(write_address)
       ADDR_SNAP_STATUS              : REG_snap_status <= write_data_snap_status;
       ADDR_SNAP_INT_ENABLE          : REG_snap_int_enable <= write_data_snap_int_enable;
       ADDR_SNAP_CONTEXT             : REG_snap_context <= write_data_snap_context;
       ADDR_CONTROL                  : REG_control                <= 
                                           {32'd0,write_data_control};
       ADDR_PATTERN_SOURCE_ADDRESS_H : REG_pattern_source_address <= 
                                           {write_data_pattern_source_address,REG_pattern_source_address[31:00]};
       ADDR_PATTERN_SOURCE_ADDRESS_L : REG_pattern_source_address <= 
                                           {REG_pattern_source_address[63:32],write_data_pattern_source_address};
       ADDR_PATTERN_TARGET_ADDRESS_H : REG_pattern_target_address <= 
                                           {write_data_pattern_target_address,REG_pattern_target_address[31:00]};
       ADDR_PATTERN_TARGET_ADDRESS_L : REG_pattern_target_address <= 
                                           {REG_pattern_target_address[63:32],write_data_pattern_target_address};
       ADDR_PATTERN_TOTAL_NUMBER     : REG_pattern_total_number   <= 
                                           {32'd0,write_data_pattern_total_number};
       default :;
     endcase
assign idle = ~(|(REG_control[2:0]));
always @(posedge clk or negedge rst_n) begin
    if (~rst_n) begin 
        idle_q <= 0;
        app_start_q <= 0;
        reg_snap_status_bit0 <= 0;
        app_done_q <= 0;
    end else begin
        idle_q <= idle;
        reg_snap_status_bit0 <= REG_snap_status[0];
        if ((REG_status[0] == 1)) begin
            app_done_q <= 1;
        end else begin
            app_done_q <= 0;
        end
        if ((reg_snap_status_bit0 == 0) && (REG_snap_status[0] == 1)) begin
            app_start_q <= 1;
        end
        if ((idle_q == 1) && (idle == 0)) begin
            app_start_q <= 0;
        end
    end
end
assign REG_snap_status_rd = {REG_snap_status[31:4], i_app_ready, idle_q, app_done_q, app_start_q};
 always@(posedge clk or negedge rst_n)
   if(~rst_n)
     s_axi_rdata <= 32'd0;
   else if(s_axi_arvalid & s_axi_arready)
     case(s_axi_araddr)
       ADDR_SNAP_STATUS         : s_axi_rdata <= REG_snap_status_rd[31:0]; 
       ADDR_SNAP_INT_ENABLE     : s_axi_rdata <= REG_snap_int_enable[31:0]; 
       ADDR_SNAP_ACTION_TYPE    : s_axi_rdata <= i_action_type; 
       ADDR_SNAP_ACTION_VERSION : s_axi_rdata <= i_action_version; 
       ADDR_SNAP_CONTEXT        : s_axi_rdata <= REG_snap_context[31:0]; 
       ADDR_STATUS_L            : s_axi_rdata <= REG_status[31:0]; 
       ADDR_STATUS_H            : s_axi_rdata <= REG_status[63:32]; 
       default                  : s_axi_rdata <= 32'h5a5aa5a5;
     endcase
 always@(posedge clk or negedge rst_n)
   if(~rst_n)
     s_axi_arready <= 1'b1;
   else if(s_axi_arvalid)
     s_axi_arready <= 1'b0;
   else if(s_axi_rvalid & s_axi_rready)
     s_axi_arready <= 1'b1;
 always@(posedge clk or negedge rst_n)
   if(~rst_n)
     s_axi_rvalid <= 1'b0;
   else if (s_axi_arvalid & s_axi_arready)
     s_axi_rvalid <= 1'b1;
   else if (s_axi_rready)
     s_axi_rvalid <= 1'b0;
 always@(posedge clk or negedge rst_n)
   if(~rst_n) 
     s_axi_bvalid <= 1'b0;
   else if(s_axi_wvalid & s_axi_wready)
     s_axi_bvalid <= 1'b1;
   else if(s_axi_bready)
     s_axi_bvalid <= 1'b0;
 assign s_axi_bresp = 2'd0;
 assign s_axi_rresp = 2'd0;
endmodule
==> flow/run.sh <==
#!/bin/bash
# OpenROAD 26Q1-2900-gdf79404cd8, Yosys 0.63+post, stock flow scripts
make -C /OpenROAD-flow-scripts/flow DESIGN_CONFIG=/design/flow/config.mk WORK_HOME=/design/flow/orfs finish
==> flow/config.mk <==
export PLATFORM = sky130hd
export DESIGN_NAME = axi_lite_slave
export DESIGN_NICKNAME = axi_lite_slave
export VERILOG_FILES = /design/flow/design.v
export SDC_FILE = /design/flow/constraint.sdc
export NUM_CORES = 4
export LEC_CHECK = 1
export CORE_AREA = 10 10 292 292
export DIE_AREA = 0 0 302 302
==> flow/constraint.sdc <==
current_design axi_lite_slave

set clk_period 6.0
set clk_io_pct 0.2

create_clock -name clk0 -period $clk_period [get_ports {clk}]

set non_clock_inputs [all_inputs -no_clocks]
set_input_delay [expr $clk_period * $clk_io_pct] -clock clk0 $non_clock_inputs
set_output_delay [expr $clk_period * $clk_io_pct] -clock clk0 [all_outputs]
==> results.toml <==
# generated from flow reports
[run_status]
status = "complete, no violations"

[synthesis]
synth_area_um2 = 15100
most_common_cell = "mux2_2"
async_flop_share = 0.997
common_cells = "mux2_2, dfrtp_1, clkbuf_1"
yosysWarnings = 2
yosys_area_um2 = 15100
top_cell_area_share = 0.543
synthCells = 1096
ys_seq_frac = 0.546
top_area_cell = "dfrtp_1"
yosysUniqueCellTypes = 49
topCellsByArea = "dfrtp_1, mux2_2, mux2i_1"
ff_type = "dfrtp_1"
synth-edff-count = 0
syn_area_per_cell_um2 = 13.8
ys_cells = 1096
synth-seq-cells = 330

[final_layout]
drive_above_1_share = 0.326
syn_to_final_growth_pct = 45.0
final-instance-count-excl-fill = 2617
stdcell_area_um2 = 21900

[route]
viasPerCell = 4.20
routed_wl_mm = 59.5
initialDrtViolationCount = 528
dr.pass1.iters = 5
antenna_left = 0
vias = 11000
post_drt_wl_per_cell_um = 22.7
drc = 0

[setup_path]
cpMaxStageDelayCell = "nor4b_4"
critPathRequiredTime_ns = 6.44
path_buffers = 1
critical_path.max_stage_delay_ns = 0.79
crit_chain = "clkdlybuf4s50_1 > nand2_1 > or4_1 > nor4b_4 > mux2_2"
worst-path-max-fanout = 8
crit_family = "simple AND/OR/NAND/NOR gates"
critPathLaunchType = "input pin"
crit_path_end_kind = "flip-flop"
crit_type = "input pin to flip-flop"
arrival_ns = 3.82

[floorplan]
die_area_um2 = 91200
core_area_um2 = 78900
rows = 103
num_io_pins = 445
die_w_um = 302
die_h_um = 302
initCoreUtil = 0.192

[grt]
antenna_found_initial = 15
track_usage = 0.130
grt_max_degree = 106
grt_pass1_wl_mm = 85.3
first_global_vias = 11800
grt_overflow_total = 0

[power]
powerDensity_nw_per_um2 = 250
p_leak_uw = 0.00959
peakVddDrop_mv = 0.173

[cts]
holdBufCountCts = 0
clk_latency_ns = 0.56
cts_tree = "yes"
path_clk_slew_ns = 0.05
numCtsBuffers = 43
ctsLongestPathBuffers = 3
cts.sinks = 330
ctsResizeCount = 0
htree_levels = 2
cts_setup_buffers = 0
clk_root_buffer_cell = "clkbuf_16"

[place]
post-place-ws_ns = 1.94
place_area_um2 = 20500
portBuffers = 402
finalWeightedCongestion = 0.850
place_inst = 2537
dpl.hpwl_mm = 45.4

[job]
warnings = 35
cap_violations = 0

[timing]
setup_slack_ns = 2.61
skew_ns = 0.0148
timing.final.crit_share = 0.565
fmax_mhz = 295
tns_ns = 0
worst_pin_slew_ns = 0.903
setup_viol = 0
period_needed_ns = 3.39
grt_setup_unrepaired = "false"
drv_slew = 0
slew_headroom = 0.398
finalHoldViolCount = 0

[hold_path]
hold_class = "flip-flop to flip-flop"
cell type report:
class	instances	area, µm²
diodes	8	20.0
clock buffers	56	1170
clock inverters	16	254
fillers	8023	56900
inverters	7	26.3
multi-input cells	702	6510
flip-flops and latches	330	8250
well taps	1050	1310
repair buffers	448	4380
metal layers:
metal / up-vias / global-route usage / wire, µm
met2: 367 / 0.202 / 27400
met3: 83 / 0.0618 / 6650
met5: - / 0 / 107
met1: 5571 / 0.167 / 24100
li1: 4947 / - / -
met4: 18 / 0.0238 / 1210
where the power goes:
group,internal [µW],switching [µW],leakage (µW)
combinational,257,225,0.00441
clock,1630,1010,0.000700
sequential,2300,59.4,0.00448
path summary, 6_finish.rpt:
check | endpoint | slack [ns] | depth (start not counted) | from
min reg2reg | app_done_q | 0.35 | 0 | REG_status
min | app_done_q | 0.35 | 0 | REG_status
max reg2reg | REG_pattern_target_address[28] | 2.93 | 4 | write_address[26]
max | flip-flop | 2.61 | 5 | s_axi_wvalid
min in group asynchronous | REG_pattern_source_address[55] | 0.65 | 1 | rst_n
max in group asynchronous | asynchronous set/reset pin | 4.13 | 2 | rst_n
cells by family (layout without fill, tap and decap cells):
kind of cell,after synthesis,after routing,share of synthesized area
AOI/OAI and AO/OA,87,87,0.0439
buffers and inverters,99,527,0.0343
DFF,330,330,0.546
muxes,394,394,0.291
other,1,44,0.000248
and+or+nand+nor,185,185,0.0849
metrics by stage:
stage / utilization / hold WS [ns] / total power [µW]
4_1_cts: 0.278 / 0.346 / 5580
6_report: 0.278 / 0.349 / 5480
2_1_floorplan: - / 0.329 / 2550
3_3_place_gp: 0.260 / 0.337 / 2880
3_5_place_dp: 0.260 / 0.336 / 2890
5_1_grt: 0.278 / 0.360 / 5720
layout by cell type, fill, tap and decap left out, types with 7 or more instances in the layout:
cell and n:
inv_1 7, nor3_2 11, clkbuf_16 43, nor2_1 23, and2_1 11, a2bb2oi_1 8
nand2_1 9, dfrtp_1 328, buf_4 45, nand3_2 7, a32o_1 8, o21ai_0 19
mux2_2 356, a221oi_1 23, diode_2 8, a31oi_1 16, clkdlybuf4s50_1 399, nor4_1 17
mux2i_1 32, conb_1 36, nor3_1 22, a221o_1 8, nand4_1 31, clkbuf_1 8
or4_1 8, or3b_2 8
No activity file was given, so power comes from the tool's default toggle rates.
