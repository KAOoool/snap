### design/flow/run.sh
#!/bin/bash
# OpenROAD 26Q1-2900-gdf79404cd8, Yosys 0.63+post, stock flow scripts
make -C /OpenROAD-flow-scripts/flow DESIGN_CONFIG=/design/flow/config.mk WORK_HOME=/design/flow/orfs finish
### design/flow/config.mk
export PLATFORM = sky130hd
export DESIGN_NAME = reverse_top
export DESIGN_NICKNAME = reverse_top
export VERILOG_FILES = /design/flow/design.v
export SDC_FILE = /design/flow/constraint.sdc
export NUM_CORES = 4
export LEC_CHECK = 1
export CORE_UTILIZATION = 40
### design/flow/constraint.sdc
current_design reverse_top

set clk_period 7.9
set clk_io_pct 0.2

create_clock -name clk0 -period $clk_period [get_ports {clk}]

set non_clock_inputs [all_inputs -no_clocks]
set_input_delay [expr $clk_period * $clk_io_pct] -clock clk0 $non_clock_inputs
set_output_delay [expr $clk_period * $clk_io_pct] -clock clk0 [all_outputs]
### design/flow/design.v
//synopsys translate_off
`timescale 1ns/100ps
//synopsys translate_on
//synopsys translate_off
`timescale 1ns/100ps
//synopsys translate_on
//synopsys translate_off
`timescale 1ns/100ps
//synopsys translate_on
module reverse_top(
  clk               ,
  rstn              ,
  sys_start_i       ,
  sys_done_o        ,
  rden_o            ,
  data_i            ,
  bs_val_o          ,
  bs_dat_o
  );
  parameter    IDLE                  = 0            ,  
               WAIT                  = 1            ,  
               FETCH                 = 2            ,  
               RUN                   = 3            ;  
  parameter    AXI_DW                = 512          ,
               AXI_AW0               = 64           ,
               AXI_AW1               = 32           ,
               AXI_MIDW              = 1            ,
               AXI_SIDW              = 1            ;
  input                                 clk                   ;
  input                                 rstn                  ;
  input                                 sys_start_i           ;
  output                                sys_done_o            ;
  output                                rden_o                ;
  input      [16*8-1 : 0]    data_i                ;
  output                                bs_val_o              ;
  output     [7                 : 0]    bs_dat_o              ;
  reg        [1                 : 0]    cur_state_0           ;
  reg        [1                 : 0]    nxt_state_0           ;
  reg        [16*8-1 : 0]    cur_data              ; 
  reg        [3                 : 0]    cnt_bs                ; 
  reg        [6                 : 0]    cnt_proc              ;
  wire       [7                 : 0]    bs_dat_w              ; 
  always @(posedge clk or negedge rstn ) begin
    if( !rstn )
      cur_state_0 <= 0 ;
    else begin
      cur_state_0 <= nxt_state_0 ;
    end
  end
  always @(*) begin
    nxt_state_0 = IDLE;
    case( cur_state_0 )
      IDLE :  if ( sys_start_i )
                nxt_state_0 = WAIT ;
              else                    
                nxt_state_0 = IDLE ;
      WAIT :  if ( cnt_proc >= AXI_DW/8 )
                nxt_state_0 = IDLE ;
              else
                nxt_state_0 = FETCH ;
      FETCH:    nxt_state_0 = RUN ;
      RUN  :  if( cnt_bs == 4'd15 )      
                nxt_state_0 = WAIT ;
              else                    
                nxt_state_0 = RUN ;
    endcase
  end
  assign rden_o = (cur_state_0 == FETCH) ;
  always @(posedge clk or negedge rstn ) begin
    if( !rstn ) begin
      cur_data <= 0 ;
    end
    else begin
      if (rden_o)
        cur_data <= data_i ;
      else
        if (bs_val_o)
          cur_data <= (cur_data >> 8) ;
    end
  end
  assign bs_val_o = cur_state_0 == RUN ;
  assign bs_dat_w = cur_data[8-1:0] ;
  assign bs_dat_o = ~bs_dat_w ;
  always @(posedge clk or negedge rstn ) begin
    if( !rstn ) begin
      cnt_bs <= 0 ;
    end
    else begin
      if (bs_val_o)
        cnt_bs <= cnt_bs + 1 ;
    end
  end
  always @(posedge clk or negedge rstn ) begin
    if( !rstn ) begin
      cnt_proc <= 0 ;
    end
    else begin
      if ( sys_start_i )
        cnt_proc <= 0;
      else
        if ( bs_val_o )
          cnt_proc <= cnt_proc + 1 ;
    end
  end
  assign sys_done_o = (cur_state_0 == WAIT) && (nxt_state_0 == IDLE) ;
endmodule
==> metrics.csv <==
metric,value,unit
aoi_share,10.33,%
ys_area,0.006516,mm^2
antenna_found_initial,0,
gr-total-overflow,0,
ys_sh_adder,0.3840,%
ys_sh_simple,9.716,%
post_cts_buffers,0,
rrSetupSlack,5600,ps
slowest_stage,clkdlybuf4s50_1,
min_from,cur_state_0[0]$_DFF_PN1_,
max_stage_delay,560,ps
io_pins,142,
first_iter_violations,289,
grtUsageTotal,17.57,%
syn_area,0.006516,mm^2
pre_cts_slack,3266,ps
top_cells_by_count,"dfrtp_1, nand2_1, o21ai_0",
warnings,25,
mux_share,18.76,%
io_buffers,141,
worstSetupStartpointType,input pin,
clock.fmax,216.1,MHz
synthCells,620,
run_status,finished clean,
slew_viol_final,0,
cts_buffers,17,
coreArea,0.01589,mm^2
cp.arrival,3050,ps
placedCellCount,937,
syn_avg_cell_area,10.51,um^2
routed_wl,13.94,mm
path_clk_slew,60,ps
ys.flops,143,
drv_cap,0,
insertedDiodeCount,0,
fp_util,41.02,%
critPathMaxFanout,9,
leakage,3.629,nW
place_hpwl,9.131,mm
synthArstFlopShare,100.0,%
r2r-end,cur_data[25]$_DFFE_PN0P_,
path_depth,4,
worst_clock_skew,4.926,ps
grt_pass1_wl,22.44,mm
synth-edff-count,0,
cts.hold.buffers_added,0,
path_class,in -> out,
p_per_area,310.8,mW/mm^2
grt_max_degree,88,
fin_ws,3272,ps
rows,46,
cp_cell_sequence,clkdlybuf4s50_1 -> nand2_1 -> nor4b_1 -> clkdlybuf4s50_1,
slew_headroom,44.44,%
cts_sinks,143,
finalCriticalPeriod,4628,ps
cp_top_family,buffers and inverters,
area_leaders,"dfrtp_1, mux2i_1, o21ai_0",
fill_cells,1383,
chipArea,0.01681,mm^2
hold_viol_final,0,
drive_gt1_share,5.585,%
timing.rr.start,cur_state_0[1]$_DFF_PN0_,
ys_seq_share,54.93,%
utilization,53.86,%
logic_family,multiplexers,
firstDrtPassIters,4,
synth.yosys.warnings,2,
crit_buf_inv,2,
top_area_cell,dfrtp_1,
post-route-period-util,58.59,%
htree_num_levels,4,
worstSetupEndpointType,primary output,
die_h,129.6,um
whs_path_depth,2,
tns,0,ps
top_cell,dfrtp_1,
min_path_type,reg -> reg,
crit_required,6320,ps
crit_path_frequent_cell,clkdlybuf4s50_1,
ff_type,dfrtp_1,
worst_pin_slew,833.3,ps
area_growth,31.30,%
vias_per_cell,4.844,
root_buffer,clkbuf_16,
hold-path-endpoint,cur_state_0[0]$_DFF_PN1_,
cts_tree,yes,
die_w,129.6,um
clockBufferDepth,2,
grt_pass1_vias,4616,
cts_resized,0,
vias,4689,
ys_types,23,
rr_worst_depth,3,
drtAntennaViolNets,0,
routabilityCongestion,0.7941,
irDropWorstVdd,0.1590,mV
setup_viol,0,
yosysTopAreaCellShare,54.53,%
insertion_delay,410,ps
routedWlPerCell,14.40,um
xor_area_share,0.9409,%
final_cells,968,
yosysCellCount,620,
route.detailed.drc,0,
rsz0062_at_grt,no,
[layout make-up]
| type | instances | area, um^2 | share of cell area, % |
|---|---|---|---|
| Sequential cell | 143 | 3587 | 41.93 |
| Multi-Input combinational cell | 422 | 2615 | 30.56 |
| Timing Repair Buffer | 147 | 1458 | 17.04 |
| Clock buffer | 21 | 480.5 | 5.616 |
| Tap cell | 216 | 270.3 | 3.159 |
| Clock inverter | 10 | 111.4 | 1.302 |
| Inverter | 9 | 33.78 | 0.3949 |
[logic make-up (layout without fill, tap and decap cells)]
kind of cell	after synthesis	in the layout
mux	122	122
buf+inv	55	187
fa+ha+maj	2	2
simple gates	157	157
flops	143	143
compound gates	134	134
xor+xnor	7	7
[layout by cell type (no fill, tap or decap), types with 2 or more instances in the layout]
| cell | instances |
|---|---|
| clkdlybuf4s50_1 | 140 |
| dfrtp_4 | 2 |
| o21ai_0 | 131 |
| a21oi_1 | 2 |
| xnor2_1 | 3 |
| clkbuf_16 | 17 |
| nor2_1 | 5 |
| dfrtp_1 | 140 |
| clkinv_2 | 4 |
| clkinvlp_4 | 3 |
| inv_1 | 9 |
| ha_1 | 2 |
| bufinv_16 | 2 |
| or3_1 | 2 |
| xor2_1 | 4 |
| nand4_1 | 4 |
| clkbuf_8 | 4 |
| buf_4 | 6 |
| nand2b_1 | 8 |
| mux2i_1 | 121 |
| nand2_1 | 135 |
[worst max path at each step]
stage       endpoint        start
6_report  sys_done_o  sys_start_i
5_1_grt   sys_done_o  sys_start_i
4_1_cts   sys_done_o  sys_start_i
[flip-flops by register name (all words and copies together) (netlist names)]
signal / count
cur_data: 128
cnt_proc: 7
cnt_bs: 4
cur_state_0: 4
[through the flow]
stage / power [mW] / hold WS, ps / instance area, um^2
after floorplan: 1.690 / 433.4 / 6516
after global placement: 1.874 / 446.7 / 7964
after detailed placement: 1.895 / 457.2 / 7964
after CTS: 2.696 / 475.1 / 8556
after global routing: 2.834 / 497.4 / 8556
final: 2.659 / 485.0 / 8556
[routing by layer]
metal  track usage [%]  vias up  routed length, um
met5                 0        -                  0
met4             1.915        0                126
met3             3.743       11                772
met2             26.20      105               6328
met1             28.56     2215               6712
li1                  -     2358                  -
[worst register-to-register path, stage by stage, from the launching register on]
cell and delay [ps]:
dfrtp_4 680, buf_4 520, buf_4 660, o21ai_0 280
[power breakdown]
group	leakage, nW	total (mW)	switching, mW	internal, mW
registers	1.89	1.17	0.191	0.979
clock network	0.287	0.787	0.292	0.494
logic	1.45	0.702	0.314	0.388
total	3.63	2.66	0.798	1.86
Power is estimated from default activity; no workload was simulated.
